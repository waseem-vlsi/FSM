[flow/run.sh]
#!/bin/bash
# OpenROAD 26Q1-2900-gdf79404cd8, Yosys 0.63+post, stock flow scripts
make -C /OpenROAD-flow-scripts/flow DESIGN_CONFIG=/design/flow/config.mk WORK_HOME=/design/flow/orfs finish
[flow/design.v]
module SnackVend(
    input        clk,
    input        rst,
    input  [2:0] coin_in,
    output reg   out_nickel,
    output reg   out_dime,
    output reg   dispense_item,
    output reg   out_return,
    output reg [2:0] state_cur,
    output reg [2:0] state_nxt
);
    localparam ST0 = 3'd0;
    localparam ST1 = 3'd1;
    localparam ST2 = 3'd2;
    localparam ST3 = 3'd3;
    localparam ST4 = 3'd4;
    localparam ST5 = 3'd5;
    initial begin
        state_cur = ST0;
    end
    always @(posedge clk or posedge rst) begin
        if (rst) begin
            state_cur    <= ST0;
            out_nickel   <= 1'b0;
            out_return   <= 1'b0;
            out_dime     <= 1'b0;
            dispense_item<= 1'b0;
        end
        else begin
            state_cur <= state_nxt;
        end
    end
    always @(*) begin
        state_nxt     = state_cur;
        out_nickel    = 1'b0;
        out_dime      = 1'b0;
        dispense_item = 1'b0;
        out_return    = 1'b0;
        case (state_cur)
            ST0: begin
                if (coin_in == 3'b001) begin
                    state_nxt = ST1;
                end
                else if (coin_in == 3'b010) begin
                    state_nxt = ST2;
                end
                else if (coin_in == 3'b100) begin
                    state_nxt     = ST0;
                    out_return    = 1'b1;
                    dispense_item = 1'b1;
                end
                else begin
                    state_nxt = ST0;
                end
            end
            ST1: begin
                if (coin_in == 3'b001) begin
                    state_nxt = ST2;
                end
                else if (coin_in == 3'b010) begin
                    state_nxt = ST3;
                end
                else if (coin_in == 3'b100) begin
                    state_nxt     = ST0;
                    out_nickel    = 1'b1;
                    dispense_item = 1'b1;
                end
                else begin
                    state_nxt = ST1;
                end
            end
            ST2: begin
                if (coin_in == 3'b001) begin
                    state_nxt = ST3;
                end
                else if (coin_in == 3'b010) begin
                    state_nxt = ST4;
                end
                else if (coin_in == 3'b100) begin
                    state_nxt     = ST0;
                    out_dime      = 1'b1;
                    dispense_item = 1'b1;
                end
                else begin
                    state_nxt = ST2;
                end
            end
            ST3: begin
                if (coin_in == 3'b001) begin
                    state_nxt = ST4;
                end
                else if (coin_in == 3'b010) begin
                    state_nxt     = ST0;
                    dispense_item = 1'b1;
                end
                else if (coin_in == 3'b100) begin
                    state_nxt     = ST0;
                    out_nickel    = 1'b1;
                    out_dime      = 1'b1;
                    dispense_item = 1'b1;
                end
                else begin
                    state_nxt = ST3;
                end
            end
            ST4: begin
                if (coin_in == 3'b001) begin
                    state_nxt     = ST0;
                    dispense_item = 1'b1;
                end
                else if (coin_in == 3'b010) begin
                    state_nxt     = ST0;
                    out_nickel    = 1'b1;
                    dispense_item = 1'b1;
                end
                else if (coin_in == 3'b100) begin
                    state_nxt = ST4;
                    out_dime  = 1'b1;
                    out_return= 1'b1;
                    dispense_item = 1'b1;
                end
                else begin
                    state_nxt = ST4;
                end
            end
            default: begin
                state_nxt     = ST0;
                out_nickel    = 1'b0;
                out_dime      = 1'b0;
                dispense_item = 1'b0;
                out_return    = 1'b0;
            end
        endcase
    end
endmodule
[flow/constraint.sdc]
current_design SnackVend

set clk_period 2.0
set clk_io_pct 0.2

create_clock -name clk0 -period $clk_period [get_ports {clk}]

set non_clock_inputs [all_inputs -no_clocks]
set_input_delay [expr $clk_period * $clk_io_pct] -clock clk0 $non_clock_inputs
set_output_delay [expr $clk_period * $clk_io_pct] -clock clk0 [all_outputs]
[flow/config.mk]
export PLATFORM = sky130hd
export DESIGN_NAME = SnackVend
export DESIGN_NICKNAME = SnackVend
export VERILOG_FILES = /design/flow/design.v
export SDC_FILE = /design/flow/constraint.sdc
export NUM_CORES = 4
export LEC_CHECK = 1
export CORE_AREA = 10 10 70 70
export DIE_AREA = 0 0 80 80
==> results.json <==
{
  "status": "finished, final reports clean",
  "synth_top_area_share": 0.313,
  "initCoreUtil": 0.0703,
  "fp-row-count": 21,
  "cts_buffers": 3,
  "io_pins": 15,
  "reg2regPathDepth": 4,
  "synthTopCellsByCount": "4 x a21oi_1, 4 x buf_4, 4 x o21ai_0",
  "cp-end-kind": "output port",
  "dp_cells": 88,
  "netSwitchingFraction": 0.291,
  "area_growth_pct": 104,
  "cp-startpoint": "state_cur[1]$_DFF_PP0_",
  "die.size.y_um": 80,
  "port_buffers": 10,
  "timing.fmax_mhz": 531,
  "grt_max_degree": 9,
  "grt_antenna_before_repair": 0,
  "reg2reg_from": "state_cur[1]$_DFF_PP0_",
  "gp_congestion": 0.786,
  "power_frac_comb": 0.390,
  "p_switching_mw": 0.0911,
  "r2r_slack_ps": 800,
  "slew_viol_final": 0,
  "edf_count": 0,
  "arrival_ps": 1480,
  "warning_count": 25,
  "async_flop_share": 1.00,
  "crit_buf_inv": 2,
  "ys_top_cells_by_area": "dfrtp_1 31%, buf_4 13%, a21oi_1 8.3%",
  "finalCritPeriodShare": 0.941,
  "rr_endpoint": "state_cur[0]$_DFF_PP0_",
  "cts_buffer_depth": 2,
  "antennaDiodeCount": 0,
  "clock-sinks": 3,
  "crit_path_max_fanout": 4,
  "synth.avg_cell_area_um2": 8.28,
  "clk_pin_slew_worst_paths_ps": 40,
  "final-setup-viol-count": 0,
  "drc": 0,
  "ys.flop_type": "dfrtp_1",
  "largest_reg_flops": 3,
  "internal-power_mw": 0.222,
  "yosysCellCount": 29,
  "vdd_drop_max_mv": 0.307,
  "dpl.hpwl_um": 536,
  "ys_ff": 3,
  "p_leak_nw": 0.244,
  "die-area_mm2": 0.00640,
  "wl_um": 789,
  "vias": 278,
  "syn_inst": 29,
  "insertion_delay_ps": 230,
  "final_cells": 95,
  "die_x_um": 80,
  "power_frac_seq": 0.265,
  "period_needed_ps": 1880,
  "top_register": "state_cur",
  "ant_nets": 0,
  "cts_root_buffer": "clkbuf_4",
  "core_mm2": 0.00342,
  "path_delay_family": "AND-OR/OR-AND gates",
  "grt_pass1_vias": 312,
  "htreeDepth": 1,
  "yosys.area.top_type": "dfrtp_1",
  "grt_setup_unrepaired": "false",
  "top_regs": "state_cur (3)",
  "cts_tree": "yes",
  "cpMaxStageDelayCell": "dfrtp_2",
  "hold_class": "in -> async",
  "whs_ps": 324,
  "p_per_area_mw_per_mm2": 640,
  "drtPass1Iterations": 3,
  "nFillCells": 401,
  "synth_seq_share": 0.313,
  "path_class": "reg -> out",
  "clock_skew_ps": 0.708,
  "grt_pass1_wl_um": 1300,
  "crit_path_start_kind": "flop",
  "gr-usage-all-layers": 0.0243,
  "cp_cell_sequence": "buf_4 > o21ai_0 > a21o_1 > a311oi_2 > dlygate4sd2_1",
  "ys_area_um2": 240,
  "grt_overflow_total": 0,
  "drt-initial-drc-count": 1,
  "drive_above_1_share": 0.551,
  "drv_cap": 0,
  "drt-wirelength-per-cell_um": 8.31,
  "yosysUniqueCellTypes": 14,
  "crit_required_ps": 1600,
  "vias_per_cell": 2.93,
  "ctsHoldBuffers": 0,
  "yosysWarningCount": 9,
  "pwr-share-clk": 0.345,
  "hold_violations": 0,
  "cp_slowest_stage_delay_ps": 370,
  "syn_area_um2": 240
}
==> final cells by class <==
type	instances	area (µm²)	share of cell area
Inverter	3	11.3	0.0230
Sequential cell	3	77.6	0.159
Multi-Input combinational cell	22	183	0.373
Timing Repair Buffer	17	134	0.274
Tap cell	46	57.6	0.118
Clock buffer	4	26.3	0.0537
==> timing repair <==
item,4_1_cts,5_1_grt
gates resized,24,9
pin swaps,3,2
buffers inserted,3,1
endpoints found under the setup margin,3,3
==> metrics by stage <==
stage               area [µm²]  setup TNS (ps)  setup WS, ps  power (mW)   util
CTS                        479               0          1.49       0.313  0.140
detailed placement         409           -1540          -574       0.175  0.120
floorplan                  251               0           708       0.113      -
global placement           409           -1520          -593       0.176  0.120
finish                     489               0           118       0.313  0.143
global route               489               0          3.74       0.335  0.143
==> cells by family after synthesis <==
family | Yosys count | share of synthesized area
buf+inv | 7 | 0.172
other cells | 1 | 0.0156
flops | 3 | 0.312
simple gates | 6 | 0.161
compound gates | 12 | 0.339
==> worst max path at each step <==
stage | end | slack (ps) | depth (start not counted)
after CTS | state_nxt[2] | 1 | 6
after global routing | state_nxt[0] | 4 | 5
final | state_nxt[1] | 120 | 5
==> power groups by stage <==
stage | sequential [mW] | combinational, mW | clock [mW]
4_1_cts | 0.0841 | 0.113 | 0.115
5_1_grt | 0.0841 | 0.136 | 0.115
6_report | 0.0829 | 0.122 | 0.108
==> metal layers <==
layer  part of all wire  global-route usage  vias up
met5                  0                   0        -
met2               0.39              0.0345       16
met1               0.42              0.0259      126
met3               0.16              0.0205        2
li1                   -                   -      134
met4              0.023             0.00880        0
==> cell usage in the layout (no fill, tap or decap), types with 3 or more instances in the layout <==
cell type | netlist | layout
conb_1 | 1 | 4
clkbuf_4 | 0 | 3
inv_1 | 3 | 3
clkdlybuf4s50_1 | 0 | 4
buf_4 | 4 | 7
buf_2 | 0 | 4
Power figures rest on the tool's default switching activity, not on a simulated workload.
